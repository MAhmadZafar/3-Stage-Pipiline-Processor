$ cat /design/flow/config.mk
export PLATFORM = sky130hd
export DESIGN_NAME = reg_file
export DESIGN_NICKNAME = reg_file
export VERILOG_FILES = /design/flow/design.v
export SDC_FILE = /design/flow/constraint.sdc
export NUM_CORES = 4
export LEC_CHECK = 1
export CORE_UTILIZATION = 50
$ cat /design/flow/constraint.sdc
current_design reg_file

set clk_period 10.0
set clk_io_pct 0.2

create_clock -name clk0 -period $clk_period [get_ports {clk}]

set non_clock_inputs [all_inputs -no_clocks]
set_input_delay [expr $clk_period * $clk_io_pct] -clock clk0 $non_clock_inputs
set_output_delay [expr $clk_period * $clk_io_pct] -clock clk0 [all_outputs]
$ cat /design/flow/design.v
module reg_file (
    input  logic        clk,
    input  logic        rf_en,
    input  logic [ 4:0] rs2,
    input  logic [ 4:0] rs1,
    input  logic [ 4:0] rd,
    input  logic [31:0] wdata,
    output logic [31:0] rdata1,
    output logic [31:0] rdata2
);
    logic [31:0] reg_mem [0:31];
    always_comb 
    begin 
        rdata1 = reg_mem[rs1];
        rdata2 = reg_mem[rs2];
    end
    always_ff @(posedge clk) 
    begin
        if (rf_en)
        begin
            if (rd != 5'b00000)
            begin
            reg_mem[rd] <= wdata;
            end
        end
    end
endmodule
$ cat /design/flow/run.sh
#!/bin/bash
# OpenROAD 26Q1-2900-gdf79404cd8, Yosys 0.63+post, stock flow scripts
make -C /OpenROAD-flow-scripts/flow DESIGN_CONFIG=/design/flow/config.mk WORK_HOME=/design/flow/orfs finish
==> flow_metrics.py <==
# Synthesis and PnR figures
metrics = {
    "outcome": {
        "status": "complete, no violations",
    },
    "final_timing": {
        "tns_ns": 0,
        "rsz0062_at_grt": "false",
        "setup_viol": 0,
        "slew_violations": 0,
        "slew_headroom_pct": 34.52,
        "min_period_ns": 7.400,
        "period_used_pct": 74.00,
        "hold_slack_ns": 2.133,
        "max_freq_mhz": 135.1,
        "tightestPinTransition_ns": 0.9799,
        "hold_viol": 0,
        "worst_slack_ns": 2.600,
    },
    "worst_setup_path": {
        "slowest_delay_ns": 0.63,
        "path_class": "in2out",
        "crit_path_frequent_cell": "clkdlybuf4s50_1",
        "worstPathBufferInverterCount": 4,
        "end_kind": "output pin",
        "path_cells": "clkdlybuf4s50_1, nor2b_4, buf_12, buf_4, a22o_1, nor3_1, a31oi_1, nand3_1, clkdlybuf4s50_1",
        "path_max_fanout": 68,
        "critPathArrivalTime_ns": 5.40,
        "cpMaxStageDelayCell": "clkdlybuf4s50_1",
        "cp_top_family": "buffers and inverters",
        "required_ns": 8.00,
        "startpoint_type": "primary input",
    },
    "power": {
        "ir_worst_vdd_v": 0.0001615,
        "p_leak_uw": 0.02032,
        "powerDensity_nw_per_um2": 178.5,
        "finalPower_uw": 9826,
    },
    "routing": {
        "drcViolationCount": 0,
        "drtPass1Iterations": 6,
        "ant_nets": 0,
        "drt_iter0_drc": 2222,
        "vias": 31160,
        "wl_mm": 150.5,
        "wl_per_cell_um": 30.93,
        "via_per_inst": 6.402,
    },
    "logic_synthesis": {
        "top_cell_area_share_pct": 63.07,
        "yosys_area_um2": 48760,
        "syn_inst": 3386,
        "synth_stat.cells": 3386,
        "syn_avg_cell_area_um2": 14.40,
        "area_leaders": "edfxtp_1 63%, mux2i_1 21%, a22oi_1 3.0%",
        "ys_ff": 1024,
        "synthArstFlopShare_pct": 0,
        "yosysSeqAreaShare_pct": 63.07,
        "syn_area_um2": 48760,
        "common_cells": "1024 x edfxtp_1, 1024 x mux2i_1, 195 x nand2_1",
        "synth.largest_area_cell": "edfxtp_1",
        "synthDistinctLibCells": 24,
        "edf_count": 1024,
        "ys.warnings.count": 1,
        "synth-main-ff-cell": "edfxtp_1",
    },
    "cells_and_area": {
        "top_register": "reg_mem",
        "drive_gt1_share_pct": 8.974,
        "area_growth_pct": 12.91,
        "fin_util_pct": 56.93,
        "fillCellCount": 7296,
        "largestRegisters": "reg_mem x1024",
        "largest_reg_flops": 1024,
    },
    "placement": {
        "place_congestion": 0.8697,
        "port_buffers": 112,
        "place_ws_ns": 2.683,
        "hpwl_mm": 80.58,
    },
    "floorplan": {
        "initCoreUtil_pct": 50.42,
        "die_h_um": 314.3,
        "placementRows": 114,
        "die_w_um": 314.3,
        "chip_area_um2": 98770,
        "io_pins": 113,
        "core-area_um2": 96710,
    },
    "clocking": {
        "numCtsBuffers": 108,
        "cts_setup_buffers": 0,
        "cts_hold_buf": 0,
        "cts_tree": "done",
        "cts.repair.resized": 0,
        "path_clk_slew_ns": 0.06,
        "root_buffer": "clkbuf_16",
        "clk_path_buf_depth": 3,
        "cts_max_level": 3,
        "clock_sinks": 1024,
    },
    "global_routing": {
        "grt_pass1_wl_mm": 216.1,
        "grt_max_degree": 98,
        "antenna_found_initial": 3,
        "grtUsageTotal_pct": 33.47,
        "grt_overflow": 0,
        "grt_pass1_vias": 32510,
    },
    "min_path": {
        "hold_class": "in2reg",
    },
    "run": {
        "tool_warnings": 26,
        "drv_cap": 0,
    },
}
[cell usage in the layout, fill, tap and decap left out, drive strengths merged, types with 32 or more instances in the layout]
cell type      Yosys  final
a21oi            192    192
clkinv             0     49
clkbuf            86    128
conb               1     32
nor3              64     64
nor2              34     34
a22o             128    128
nand2            195    195
clkdlybuf4s50      0    110
buf              167    113
nand3            194    194
mux2i           1024   1024
edfxtp          1024   1024
a22oi            192    192
a31oi             64     64
[report_power, final]
group	total [uW]	leakage [uW]	internal, uW	switching [uW]
registers	4810	0.00925	4790	25.1
logic	891	0.00929	335	556
clock network	4120	0.00178	2480	1640
[path summary, 6_finish.rpt]
path | startpoint | to | slack, ns | cells after the start
setup / recovery | rs1[0] | rdata1[7] | 2.60 | 9
hold / removal | wdata[28] | reg_mem[27][28] | 2.13 | 2
[layout make-up]
type	instances	area [um2]	area share [%]
multi-input cells	2140	16890	30.68
diodes	3	7.507	0.01364
repair buffers	223	2165	3.932
well taps	1276	1597	2.900
flip-flops and latches	1024	30750	55.86
clock inverters	73	804.5	1.461
clock buffers	128	2841	5.161
[logic make-up after synthesis]
kind of cell    share of synthesized area (%)
buf+inv                                 3.146
flops                                   63.07
mux                                     21.02
other cells                          0.007691
simple gates                            4.709
compound gates                          8.048
[metrics by stage]
stage / instance area [um2] / cells
finish: 55050 / 4867
global route: 55050 / 4865
detailed placement: 51400 / 4663
floorplan: 48870 / 3417
global placement: 51400 / 4663
CTS: 55040 / 4864
[per-layer routing]
| layer | global-route usage, % | wire length, um |
|---|---|---|
| met1 | 44.85 | 53530 |
| met2 | 47.95 | 68490 |
| met3 | 21.60 | 23450 |
| met4 | 7.816 | 4515 |
| met5 | 4.207 | 560 |
Power figures rest on the tool's default switching activity, not on a simulated workload.
